## design/flow/design.v

```verilog
module half_adder(input a, b, output s0, c0);
  xor (s0, a, b);
  and (c0, a, b);
endmodule
module full_adder(input a, b, cin, output s0, c0);
  wire w1, w2, w3;
  xor (w1, a, b);
  xor (s0, w1, cin);
  and (w2, a, b);
  and (w3, w1, cin);
  or  (c0, w2, w3);
endmodule
module array_multiplier(input [3:0] A, B, output [7:0] z);
  wire [3:0][3:0] p;
  wire [10:0] c;  
  wire [5:0] s;   
  genvar g, h;
  generate
    for (g = 0; g < 4; g = g + 1) begin : adder_g_loop
      for (h = 0; h < 4; h = h + 1) begin : adder_h_loop
        and (p[g][h], A[g], B[h]);
      end
    end
  endgenerate
  assign z[0] = p[0][0];
  half_adder h0 (p[0][1], p[1][0], z[1], c[0]);
  half_adder h1 (p[1][1], p[2][0], s[0], c[1]);
  half_adder h2 (p[2][1], p[3][0], s[1], c[2]);
  full_adder f0 (p[0][2], c[0], s[0], z[2], c[3]);
  full_adder f1 (p[1][2], c[1], s[1], s[2], c[4]);
  full_adder f2 (p[2][2], c[2], p[3][1], s[3], c[5]);
  full_adder f3 (p[0][3], c[3], s[2], z[3], c[6]);
  full_adder f4 (p[1][3], c[4], s[3], s[4], c[7]);
  full_adder f5 (p[2][3], c[5], p[3][2], s[5], c[8]);
  half_adder h3 (c[6], s[4], z[4], c[9]);
  full_adder f6 (c[9], c[7], s[5], z[5], c[10]);
  full_adder f7 (c[10], c[8], p[3][3], z[6], z[7]);
endmodule
```

## design/flow/run.sh

```bash
#!/bin/bash
# OpenROAD 26Q1-2900-gdf79404cd8, Yosys 0.63+post, stock flow scripts
make -C /OpenROAD-flow-scripts/flow DESIGN_CONFIG=/design/flow/config.mk WORK_HOME=/design/flow/orfs finish
```

## design/flow/config.mk

```make
export PLATFORM = sky130hd
export DESIGN_NAME = array_multiplier
export DESIGN_NICKNAME = array_multiplier
export VERILOG_FILES = /design/flow/design.v
export SDC_FILE = /design/flow/constraint.sdc
export NUM_CORES = 4
export LEC_CHECK = 1
export CORE_AREA = 10 10 70 70
export DIE_AREA = 0 0 80 80
```

## design/flow/constraint.sdc

```tcl
current_design array_multiplier

set clk_period 5.9
set clk_io_pct 0.2

create_clock -name clk0 -period $clk_period

set non_clock_inputs [all_inputs -no_clocks]
set_input_delay [expr $clk_period * $clk_io_pct] -clock clk0 $non_clock_inputs
set_output_delay [expr $clk_period * $clk_io_pct] -clock clk0 [all_outputs]
```

==> Slide: Implementation Results <==
Physical Implementation Snapshot

Drt
  – WL met2: 238 µm
  – # diodes: 0
  – Drt total wl: 809 µm
  – Antenna Nets Post-Route: 0
  – DRT iter0 DRCs: 4
  – Drc violations: 0
  – Met3 Wirelength: 77 µm
  – DR vias: 267
  – DR pass1 iterations: 2
  – Metal-1 WL: 493 µm
  – Via density: 2.724
  – Routed length per instance: 8.255 µm
  – Top Metal Used: met3

GRT
  – GRT overflow: 0
  – Global-route wire length before repair: 1317 µm
  – Total GRT Usage: 2.492%
  – Largest net degree at the start of global routing: 5
  – Vias in the first global route: 284
  – Initial antenna violation count: 0

Placement
  – PortBufs: 16
  – Placed Cells: 98
  – RePlAce Congestion: 0.7478
  – Hpwl dp: 765.2 µm
  – DP Area: 560.5 µm²

Timing
  – Fin crit period: 5.740 ns
  – RSZ-0062 raised after global routing: false
  – Setup TNS: 0 ns
  – Max transition margin: 89.30%
  – Achievable Freq: 0.1742 GHz
  – Fin. max-slew vios: 0
  – Fin crit share: 97.30%
  – Hold Slack: 3.182 ns
  – Final setup violation count: 0
  – Final Hold Fails: 0
  – Worst slew pin tran: 0.1603 ns

Floorplanning
  – Fp util: 11.14%
  – Row Count: 21
  – IO Count: 16
  – Die width: 80 µm
  – Die H: 80 µm
  – Area of the core: 3416 µm²
  – Die area: 6400 µm²

Worst setup path
  – Crit path DAT: 4.56 ns
  – CP Launch Type: input pin
  – Crit-path slowest cell: fa_1
  – Crit path cell chain: clkdlybuf4s50_1, and2_1, ha_1, inv_1, fa_2, inv_1, fa_1, ha_2, fa_2, fa_1, clkdlybuf4s50_1
  – Critical path class: in2out
  – Crit path from: A[3]
  – Max Fanout on Critical Path: 2
  – Worst path max stage delay: 0.54 ns
  – Kind of end point of the critical path: primary output
  – Req. time, crit path: 4.72 ns

CTS
  – # Post-CTS Setup Buffers: 0

Synth
  – Adder Share, Synth: 55.26%
  – Sequential area share after synthesis: 0%
  – Synth cell count leaders: and2_1, fa_1, buf_4, inv_1, ha_1
  – YS chip area: 380.4 µm²
  – Area fraction in mux cells: 0%
  – Synth Warn #: 0
  – # Cells Yosys: 41
  – Gate Count Post-Synth: 41
  – Synth area leader: fa_1
  – Top-area cell share: 42.11%
  – Synth Cell Area: 380.4 µm²
  – Dominant cell by count in the synthesized netlist: and2_1
  – Synth top area cells: fa_1, and2_1, buf_4
  – Simple share: 25.00%
  – Cell Type Count: 6
  – Avg Cell Area, Syn: 9.277 µm²
  – Synth logic family: adder cells
  – Post-Synth AOI/OAI Area: 0%
  – XOR/XNOR share of the synthesized area: 0%

Final layout
  – Filler cells: 393
  – CLK BUF: 0
  – Post-Layout Cell Count: 98
  – Logic area: 312.8 µm²
  – Flop Count: 0
  – Fin util: 16.92%
  – Register Area: 0 µm²
  – Share of cells above drive strength 1: 9.615%
  – Design Area, Final: 578.1 µm²
  – Synthesis-to-layout area growth: 51.97%

Pwr
  – PD cells: 84.77 nW/µm²
  – Maximum vdd drop: 0.00002710 V
  – P_leak: 0.2806 nW

Status
  – Status: complete, no violations

Worst hold path
  – Min-Delay Path Class: in2out
  – Hold Path Origin: B[0]
  – Hold depth: 4

Flow run
  – Maximum Capacitance Violations: 0
  – Tool warning count: 32
cell families (layout without fill, tap and decap cells):
group / count (synthesis) / in the layout
AND/OR/NAND/NOR: 16 / 16
buffers and inverters: 13 / 24
adder cells (fa/ha/maj): 12 / 12
path summary, 6_finish.rpt:
| check | end | slack (ns) |
|---|---|---|
| setup / recovery | z[6] | 0.16 |
| hold / removal | z[0] | 3.18 |
repair_timing:
action	4_1_cts	5_1_grt
setup endpoints to repair	1	1
hold buffers	0	0
gates resized	1	6
through the flow:
| step | setup WS, ns | total power [mW] |
|---|---|---|
| final | 0.1595 | 0.04900 |
| after global routing | 0.02761 | 0.05610 |
| after CTS | 0.01883 | 0.05110 |
| after detailed placement | -0.03336 | 0.05027 |
| after global placement | -0.01239 | 0.05036 |
| after floorplan | 0.9106 | 0.02980 |
critical path: cells and delay by family:
kind / cells / cell delay (ns)
adder cells (fa/ha/maj): 6 / 2.27
buffers and inverters: 4 / 0.97
AND/OR/NAND/NOR: 1 / 0.14
area by class of cell:
type,instances,share of cell area (%)
multi-input cells,28,54.11
well taps,46,9.957
repair buffers,18,32.03
inverters,6,3.896
layout by cell type (no fill, tap or decap), drive strengths merged:
cell,n
inv,6
and2,14
nand2,2
dlymetal6s2s,4
fa,8
clkdlybuf4s50,12
ha,4
buf,2
power breakdown:
part	switching (mW)	internal (mW)	total [mW]
sequential	0	0	0
clock	0	0	0
combinational	0.0163	0.0327	0.0490
routing by layer:
layer,track usage (%),vias up
met3,1.023,0
met4,0,0
met1,4.324,118
met5,0,-
li1,-,136
met2,2.729,13
Power figures rest on the tool's default switching activity, not on a simulated workload.
